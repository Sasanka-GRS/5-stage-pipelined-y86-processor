==> /design/flow/design.v <==
`timescale 1ns / 1ps
module ADD(a,b,y,carry_bit);
input [63:0] a;
input [63:0] b;
output [63:0] y;
output carry_bit;
wire init;
assign init = 0;
wire [14:0] c;
Adder_4 one (.a(a[3:0]),.b(b[3:0]),.c_in(init),.sum(y[3:0]),.c_out(c[0])); 
Adder_4 two (.a(a[7:4]),.b(b[7:4]),.c_in(c[0]),.sum(y[7:4]),.c_out(c[1]));
Adder_4 three (.a(a[11:8]),.b(b[11:8]),.c_in(c[1]),.sum(y[11:8]),.c_out(c[2]));
Adder_4 four (.a(a[15:12]),.b(b[15:12]),.c_in(c[2]),.sum(y[15:12]),.c_out(c[3]));
Adder_4 five (.a(a[19:16]),.b(b[19:16]),.c_in(c[3]),.sum(y[19:16]),.c_out(c[4]));
Adder_4 six (.a(a[23:20]),.b(b[23:20]),.c_in(c[4]),.sum(y[23:20]),.c_out(c[5]));
Adder_4 seven (.a(a[27:24]),.b(b[27:24]),.c_in(c[5]),.sum(y[27:24]),.c_out(c[6]));
Adder_4 eight (.a(a[31:28]),.b(b[31:28]),.c_in(c[6]),.sum(y[31:28]),.c_out(c[7]));
Adder_4 nine (.a(a[35:32]),.b(b[35:32]),.c_in(c[7]),.sum(y[35:32]),.c_out(c[8])); 
Adder_4 ten (.a(a[39:36]),.b(b[39:36]),.c_in(c[8]),.sum(y[39:36]),.c_out(c[9]));
Adder_4 eleven (.a(a[43:40]),.b(b[43:40]),.c_in(c[9]),.sum(y[43:40]),.c_out(c[10]));
Adder_4 twelve (.a(a[47:44]),.b(b[47:44]),.c_in(c[10]),.sum(y[47:44]),.c_out(c[11]));
Adder_4 thirteen (.a(a[51:48]),.b(b[51:48]),.c_in(c[11]),.sum(y[51:48]),.c_out(c[12]));
Adder_4 fourteen (.a(a[55:52]),.b(b[55:52]),.c_in(c[12]),.sum(y[55:52]),.c_out(c[13]));
Adder_4 fifteen (.a(a[59:56]),.b(b[59:56]),.c_in(c[13]),.sum(y[59:56]),.c_out(c[14]));
Adder_4 sixteen (.a(a[63:60]),.b(b[63:60]),.c_in(c[14]),.sum(y[63:60]),.c_out(carry_bit));
endmodule
`timescale 1ns / 1ps
module ALU(x,y,control,res,carry_bit, mem1, mem2,cc, ZF, SF, OF);
input [63:0] x;
input [63:0] y;
input [1:0] control;
input mem1;
output reg [63:0] res;
output carry_bit;
output reg mem2,ZF,SF,OF;
output reg [2:0] cc;
wire [63:0] andop,xorop,addop,subop;
AND andxy (x,y,andop);
XOR xorxy (x,y,xorop);
ADD addition (x,y,addop,carry_bit);
SUB subtraction (x,y,subop,carry_bit);
always @ (posedge mem1)
begin
    mem2 = 0;
    case (control)
        0: res = x+y;
        1: res = x-y;
        2: res = x&y;
        3: res = x^y;
        default: res = 0;
    endcase
    if(res == 0)
    begin
        ZF = 1;
        cc = 4;
    end
    else if((x>0 && y>0 && control == 0 && res<0)||(x>0 && y<0 && control == 1 && res<0))
    begin
        SF = 1;
        OF = 1;
        cc = 3;
    end
    else if(x<0 && y<0 && control == 0 && res>0)
    begin
        OF = 1;
        cc = 1;
    end
    else if(res<0)
    begin
        SF = 1;
        cc = 2;
    end
    else
    begin
        SF = 0;
        ZF = 0;
        OF = 0;
        cc = 0;
    end
    mem2 = 1;
end
endmodule
`timescale 1ns / 1ps
module AND(a,b,y);
input [63:0] a;
input [63:0] b;
output [63:0] y;
and(y[0],a[0],b[0]);
and(y[1],a[1],b[1]);
and(y[2],a[2],b[2]);
and(y[3],a[3],b[3]);
and(y[4],a[4],b[4]);
and(y[5],a[5],b[5]);
and(y[6],a[6],b[6]);
and(y[7],a[7],b[7]);
and(y[8],a[8],b[8]);
and(y[9],a[9],b[9]);
and(y[10],a[10],b[10]);
and(y[11],a[11],b[11]);
and(y[12],a[12],b[12]);
and(y[13],a[13],b[13]);
and(y[14],a[14],b[14]);
and(y[15],a[15],b[15]);
and(y[16],a[16],b[16]);
and(y[17],a[17],b[17]);
and(y[18],a[18],b[18]);
and(y[19],a[19],b[19]);
and(y[20],a[20],b[20]);
and(y[21],a[21],b[21]);
and(y[22],a[22],b[22]);
and(y[23],a[23],b[23]);
and(y[24],a[24],b[24]);
and(y[25],a[25],b[25]);
and(y[26],a[26],b[26]);
and(y[27],a[27],b[27]);
and(y[28],a[28],b[28]);
and(y[29],a[29],b[29]);
and(y[30],a[30],b[30]);
and(y[31],a[31],b[31]);
and(y[32],a[32],b[32]);
and(y[33],a[33],b[33]);
and(y[34],a[34],b[34]);
and(y[35],a[35],b[35]);
and(y[36],a[36],b[36]);
and(y[37],a[37],b[37]);
and(y[38],a[38],b[38]);
and(y[39],a[39],b[39]);
and(y[40],a[40],b[40]);
and(y[41],a[41],b[41]);
and(y[42],a[42],b[42]);
and(y[43],a[43],b[43]);
and(y[44],a[44],b[44]);
and(y[45],a[45],b[45]);
and(y[46],a[46],b[46]);
and(y[47],a[47],b[47]);
and(y[48],a[48],b[48]);
and(y[49],a[49],b[49]);
and(y[50],a[50],b[50]);
and(y[51],a[51],b[51]);
and(y[52],a[52],b[52]);
and(y[53],a[53],b[53]);
and(y[54],a[54],b[54]);
and(y[55],a[55],b[55]);
and(y[56],a[56],b[56]);
and(y[57],a[57],b[57]);
and(y[58],a[58],b[58]);
and(y[59],a[59],b[59]);
and(y[60],a[60],b[60]);
and(y[61],a[61],b[61]);
and(y[62],a[62],b[62]);
and(y[63],a[63],b[63]);
endmodule
module Adder_2 (a,b,c_in,sum,c_out);
input a,b,c_in;
output sum,c_out;
wire ab,bc,ac;
and(ab,a,b);
and(ac,a,c_in);
and(bc,b,c_in);
or(c_out,ab,bc,ac);
xor(sum,a,b,c_in);
endmodule
module Adder_4 (a,b,c_in,sum,c_out);
input [3:0] a,b;
input c_in;
output [3:0] sum;
output c_out;
wire [3:0] c;
Adder_2 zero (.a(a[0]),.b(b[0]),.c_in(c_in),.sum(sum[0]),.c_out(c[0]));
Adder_2 one (.a(a[1]),.b(b[1]),.c_in(c[0]),.sum(sum[1]),.c_out(c[1]));
Adder_2 two (.a(a[2]),.b(b[2]),.c_in(c[1]),.sum(sum[2]),.c_out(c[2]));
Adder_2 three (.a(a[3]),.b(b[3]),.c_in(c[2]),.sum(sum[3]),.c_out(c_out)); 
endmodule
module Compliment_2 (a,y);
input [63:0] a;
output [63:0] y;
wire [63:0] temp;
wire [63:0] step1;
wire [63:0] temp1;
wire carry_bit;
assign temp = 64'b1111_1111_1111_1111_1111_1111_1111_1111_1111_1111_1111_1111_1111_1111_1111_1111;
assign temp1 = 64'b1;
XOR step_one (.a(a),.b(temp),.y(step1));
ADD temporary (.a(step1), .b(temp1) , .y(y), .carry_bit(carry_bit));
endmodule
`timescale 1ns / 1ps
module SUB(a,b,y,carry_bit);
input [63:0] a;
input [63:0] b;
output [63:0] y;
output carry_bit;
wire [63:0] b1;
Compliment_2 negative (.a(b),.y(b1));
ADD for_subtract (.a(a),.b(b1),.y(y),.carry_bit(carry_bit));
endmodule
`timescale 1ns / 1ps
module XOR(a,b,y);
input [63:0] a;
input [63:0] b;
output [63:0] y;
xor(y[0],a[0],b[0]);
xor(y[1],a[1],b[1]);
xor(y[2],a[2],b[2]);
xor(y[3],a[3],b[3]);
xor(y[4],a[4],b[4]);
xor(y[5],a[5],b[5]);
xor(y[6],a[6],b[6]);
xor(y[7],a[7],b[7]);
xor(y[8],a[8],b[8]);
xor(y[9],a[9],b[9]);
xor(y[10],a[10],b[10]);
xor(y[11],a[11],b[11]);
xor(y[12],a[12],b[12]);
xor(y[13],a[13],b[13]);
xor(y[14],a[14],b[14]);
xor(y[15],a[15],b[15]);
xor(y[16],a[16],b[16]);
xor(y[17],a[17],b[17]);
xor(y[18],a[18],b[18]);
xor(y[19],a[19],b[19]);
xor(y[20],a[20],b[20]);
xor(y[21],a[21],b[21]);
xor(y[22],a[22],b[22]);
xor(y[23],a[23],b[23]);
xor(y[24],a[24],b[24]);
xor(y[25],a[25],b[25]);
xor(y[26],a[26],b[26]);
xor(y[27],a[27],b[27]);
xor(y[28],a[28],b[28]);
xor(y[29],a[29],b[29]);
xor(y[30],a[30],b[30]);
xor(y[31],a[31],b[31]);
xor(y[32],a[32],b[32]);
xor(y[33],a[33],b[33]);
xor(y[34],a[34],b[34]);
xor(y[35],a[35],b[35]);
xor(y[36],a[36],b[36]);
xor(y[37],a[37],b[37]);
xor(y[38],a[38],b[38]);
xor(y[39],a[39],b[39]);
xor(y[40],a[40],b[40]);
xor(y[41],a[41],b[41]);
xor(y[42],a[42],b[42]);
xor(y[43],a[43],b[43]);
xor(y[44],a[44],b[44]);
xor(y[45],a[45],b[45]);
xor(y[46],a[46],b[46]);
xor(y[47],a[47],b[47]);
xor(y[48],a[48],b[48]);
xor(y[49],a[49],b[49]);
xor(y[50],a[50],b[50]);
xor(y[51],a[51],b[51]);
xor(y[52],a[52],b[52]);
xor(y[53],a[53],b[53]);
xor(y[54],a[54],b[54]);
xor(y[55],a[55],b[55]);
xor(y[56],a[56],b[56]);
xor(y[57],a[57],b[57]);
xor(y[58],a[58],b[58]);
xor(y[59],a[59],b[59]);
xor(y[60],a[60],b[60]);
xor(y[61],a[61],b[61]);
xor(y[62],a[62],b[62]);
xor(y[63],a[63],b[63]);
endmodule
==> /design/flow/config.mk <==
export PLATFORM = sky130hd
export DESIGN_NAME = ALU
export DESIGN_NICKNAME = ALU
export VERILOG_FILES = /design/flow/design.v
export SDC_FILE = /design/flow/constraint.sdc
export NUM_CORES = 4
export LEC_CHECK = 1
export CORE_UTILIZATION = 50
==> /design/flow/run.sh <==
#!/bin/bash
# OpenROAD 26Q1-2900-gdf79404cd8, Yosys 0.63+post, stock flow scripts
make -C /OpenROAD-flow-scripts/flow DESIGN_CONFIG=/design/flow/config.mk WORK_HOME=/design/flow/orfs finish
==> /design/flow/constraint.sdc <==
current_design ALU

set clk_period 28.2
set clk_io_pct 0.2

create_clock -name clk0 -period $clk_period [get_ports {mem1}]

set non_clock_inputs [all_inputs -no_clocks]
set_input_delay [expr $clk_period * $clk_io_pct] -clock clk0 $non_clock_inputs
set_output_delay [expr $clk_period * $clk_io_pct] -clock clk0 [all_outputs]
==> impl_table.tex <==
% Generated from flow reports
\begin{tabular}{lr}
\hline
Metric & Value \\
\hline
\multicolumn{2}{l}{\textbf{Cells and area}} \\
\quad Final core area utilization & 63.1\% \\
\quad Area added between synthesis and finish & 24.1\% \\
\quad Fraction of final layout cells sized beyond drive strength 1 & 4.88\% \\
\quad Final Non-Filler Cells & approximately 1.7k \\
\quad Sequential Area & roughly 1300 sq um \\
\quad Filler cell count & approximately 1.8k \\
\quad Area of the multi-input gates & roughly 8400 sq um \\
\multicolumn{2}{l}{\textbf{Die}} \\
\quad Area of the core & just over 20,000 sq um \\
\quad Count of boundary I/O pins & 203 \\
\quad Effective utilization at floorplan & approximately half \\
\quad Floorplan row count & 52 \\
\quad Die Span Y & $\sim$150 microns \\
\quad Chip area & 21,100 sq um \\
\quad Die Span X & 145 microns \\
\multicolumn{2}{l}{\textbf{Worst setup path}} \\
\quad Category of the most critical setup path & in -> out \\
\quad Kind of end point of the critical path & primary output \\
\quad CP arrival & between 15,000 and 20,000 ps \\
\quad Top cell family by delay on the critical path & adder cells \\
\quad Critical Path Start & y[0] \\
\quad Crit path depth & 68 \\
\quad Crit path max-delay cell type & sky130\_fd\_sc\_hd\_\_clkdlybuf4s50\_1 \\
\quad Endpoint of the most critical setup path & carry\_bit \\
\quad Dominant cell type by count on the critical path & sky130\_fd\_sc\_hd\_\_ha\_1 \\
\quad Startpoint kind of the worst setup timing path & primary input \\
\quad Crit Path Max Fanout & 5 \\
\quad Buf/Inv on CP & 3 \\
\quad Largest stage delay, worst path & between 500 and 600 ps \\
\quad Req. time, crit path & approximately 23,000 ps \\
\multicolumn{2}{l}{\textbf{Run status}} \\
\quad Result of the run & finished, final reports clean \\
\multicolumn{2}{l}{\textbf{Placement}} \\
\quad Inst Count DP & about 1.7k \\
\quad Post-detailed-placement half-perimeter wirelength & approximately 27,000 microns \\
\quad RePlAce Congestion & around 0.96 \\
\quad Quantity of I/O buffers inserted on ports & approximately 200 \\
\multicolumn{2}{l}{\textbf{Hold path}} \\
\quad Worst hold path type & in -> reg \\
\multicolumn{2}{l}{\textbf{Logic synthesis}} \\
\quad Average instance area after synthesis & between 7 and 8 sq um \\
\quad Share of the synthesized area in the top cell type & between 20\% and 30\% \\
\quad Cell area after synthesis & $\sim$10,000 sq um \\
\quad Area leader, netlist & sky130\_fd\_sc\_hd\_\_ha\_1 \\
\quad Share of async-settable or async-resettable flops after synthesis & 0\% \\
\quad Main logic family after synthesis & AND-OR/OR-AND gates \\
\quad Cell count listed in synth\_stat.txt & 1,298 \\
\quad Multiplexer share of the synthesized area & about 5.4\% \\
\quad Most used DFF post-synth & sky130\_fd\_sc\_hd\_\_dfxtp\_1 \\
\quad Yosys stat area & 10,300 sq um \\
\quad Post-synth cell types & 75 \\
\quad Share of the synthesized netlist area taken by xor and xnor gates & 9.14\% \\
\quad Warning count from the yosys run & 2 \\
\quad Most instantiated cells after synthesis & sky130\_fd\_sc\_hd\_\_ha\_1, sky130\_fd\_sc\_hd\_\_a21oi\_1, sky130\_fd\_sc\_hd\_\_inv\_1, sky130\_fd\_sc\_hd\_\_xnor2\_1 \\
\quad Register share after synthesis & between 10\% and 20\% \\
\quad Synthesized-area fraction occupied by adder cells & approximately 25\% \\
\quad Synth Area in Simple Gates & around 17\% \\
\quad Post-synth area hogs & sky130\_fd\_sc\_hd\_\_ha\_1, sky130\_fd\_sc\_hd\_\_dfxtp\_1, sky130\_fd\_sc\_hd\_\_xnor2\_1, sky130\_fd\_sc\_hd\_\_a21oi\_1, sky130\_fd\_sc\_hd\_\_o21ai\_0 \\
\quad Synthesized netlist cell count & 1,298 \\
\quad Most frequent cell after synthesis & sky130\_fd\_sc\_hd\_\_ha\_1 \\
\quad Number of enable-type register cells in the synthesized netlist & 0 \\
\quad Post-synthesis compound-gate area fraction & about a quarter \\
\quad Flops out of synthesis & approximately 65 \\
\multicolumn{2}{l}{\textbf{Timing}} \\
\quad Transition at the pin with the smallest max-transition slack & 811 ps \\
\quad Setup violation total in the final timing report & 0 \\
\quad Relative slew slack & a little under half \\
\quad Peak clock frequency supported by timing & slightly above 40 MHz \\
\quad RSZ-0062 raised after global routing & false \\
\quad Period Utilization, post-route & between 80\% and 90\% \\
\quad Pins over their slew limit & 0 \\
\quad Hold Fails Final Rpt & 0 \\
\quad Worst hold-check slack & between 5000 and 6000 ps \\
\quad Setup\_tns & 0 ps \\
\quad Clock period minus final worst setup slack & roughly 24,000 ps \\
\multicolumn{2}{l}{\textbf{Clock tree}} \\
\quad Clock-pin transition on the worst setup and hold timing paths & 60 ps \\
\quad Number of buffers inserted during clock tree synthesis & 9 \\
\quad Post-CTS setup buffer count & 0 \\
\quad Clock sinks & between 60 and 70 \\
\quad Number of H-tree levels & 3 \\
\quad CTS root buf & sky130\_fd\_sc\_hd\_\_clkbuf\_16 \\
\quad Hold buffer count at cts & 0 \\
\quad CTS tree & done \\
\quad Clock buffer depth & 2 \\
\quad Post-cts repair resize count & 0 \\
\multicolumn{2}{l}{\textbf{Routing}} \\
\quad Via count & 10.3k \\
\quad Sum of routed wire length over all layers & roughly 33,000 microns \\
\quad Routed Antenna Nets & 0 \\
\quad Pre-Repair DR Iteration Count & 6 \\
\quad Total DRC errors in the routed layout & 0 \\
\quad Via-to-Cell Ratio & a little under 6 \\
\quad Antenna diode instance count & 0 \\
\quad Number of DRC markers in iteration 0 & $\sim$690 \\
\quad Per-cell routed wire length & around 19 microns \\
\multicolumn{2}{l}{\textbf{Job}} \\
\quad Reported max-cap violation count & 0 \\
\quad Warning total across the stage logs & 27 \\
\multicolumn{2}{l}{\textbf{Pwr}} \\
\quad Switching share of total power & approximately two fifths \\
\quad NetSw & roughly 0.0002 W \\
\quad Internal cell power & $\sim$0.00031 W \\
\quad Power density cells & 40.2 nW/um\^{}2 \\
\quad Largest voltage drop on the vdd net & roughly 0.032 mV \\
\quad Comb pwr share & between 50 and 60\% \\
\quad Clk network pwr share & between 20\% and 30\% \\
\quad Leakage power summed over all cells & around 5.7 nW \\
\quad Sequential fraction of design power & between 20\% and 30\% \\
\multicolumn{2}{l}{\textbf{GRT}} \\
\quad Vias in the first global route & 9,595 \\
\quad Leftover overflow at the end of global routing & 0 \\
\quad Wire length of the first global-routing pass & roughly 52,000 microns \\
\quad Pin count of the biggest net entering global routing & about 58 \\
\quad Total routing usage reported by global routing & about a third \\
\quad Antenna violations before repair & 0 \\
\hline
\end{tabular}
## worst min-delay path by stage
stage | slack (ps) | depth (start not counted) | startpoint | endpoint
after CTS | 5840 | 2 | control[1] | res[20]$_DFF_P_
after global routing | 5880 | 2 | control[1] | res[20]$_DFF_P_
final | 5870 | 2 | control[1] | res[20]$_DFF_P_
## registers in the layout, summed over array words and instances (netlist names)
register  cells
res          64
ZF            1
## kinds of logic (layout without fill, tap and decap cells)
kind of cell / count (synthesis) / in the layout
AND-OR/OR-AND: 402 / 402
multiplexers: 53 / 53
other: 2 / 5
flip-flops: 65 / 65
buffers and inverters: 135 / 310
XOR/XNOR: 107 / 107
adder cells (fa/ha/maj): 204 / 204
AND/OR/NAND/NOR: 330 / 330
## cell usage in the layout, fill, tap and decap left out, drive strengths merged, types with 8 or more instances in the layout
master and count:
clkbuf 9, xor2 21, a21oi 92, nand2 80
mux2i 33, mux2 20, xnor2 86, nand4 15
a211oi 9, a41oi 10, nor2 68, ha 189
a31oi 26, maj3 14, clkdlybuf4s50 195, nor3 25
or4 12, a21o 43, and3 8, nor2b 18
dfxtp 65, nand2b 20, o21a 11, nor4 16
buf 10, o211ai 19, or2 11, inv 91
o31ai 21, and2 12, nand3 26, a22oi 9
o22ai 14, o21ai 81
## stage by stage
step / setup slack, ps / instance area [sq um] / total power, W
6_report: 3780 / 12700 / 0.000512
5_1_grt: 3160 / 12700 / 0.000546
4_1_cts: 3770 / 12700 / 0.000512
3_5_place_dp: 3830 / 12400 / 0.000387
3_3_place_gp: 3880 / 12400 / 0.000388
2_1_floorplan: 5560 / 10300 / 0.000274
## power groups by stage
stage                 clock network (W)  registers (W)  logic (W)
final                          0.000121       0.000116   0.000275
after global routing           0.000127       0.000118   0.000301
after CTS                      0.000124       0.000116   0.000272
## cell type report
| class | count | area share (%) |
|---|---|---|
| multi-input cells | 1101 | 66.2 |
| repair buffers | 205 | 15.9 |
| flip-flops and latches | 65 | 10.2 |
| well taps | 270 | 2.66 |
| inverters | 89 | 2.63 |
| clock buffers | 9 | 1.77 |
| clock inverters | 7 | 0.610 |
## per-layer routing
metal  vias to the layer above  part of all wire (%)  GRT usage (%)
li1                       5218                     -              -
met1                      4654                    48           48.0
met2                       376                    42           46.2
met3                        41                   8.4           7.19
met4                         0                   2.3           6.58
met5                         -                     0              0
Power and IR drop assume default switching activity.
